==> design/flow/run.sh <==
#!/bin/bash
# OpenROAD 26Q1-2900-gdf79404cd8, Yosys 0.63+post, stock flow scripts
make -C /OpenROAD-flow-scripts/flow DESIGN_CONFIG=/design/flow/config.mk WORK_HOME=/design/flow/orfs finish
==> design/flow/config.mk <==
export PLATFORM = sky130hd
export DESIGN_NAME = IC_tester_display
export DESIGN_NICKNAME = IC_tester_display
export VERILOG_FILES = /design/flow/design.v
export SDC_FILE = /design/flow/constraint.sdc
export NUM_CORES = 4
export LEC_CHECK = 1
export CORE_UTILIZATION = 50
==> design/flow/constraint.sdc <==
current_design IC_tester_display

set clk_period 6.8
set clk_io_pct 0.2

create_clock -name clk0 -period $clk_period [get_ports {clk}]

set non_clock_inputs [all_inputs -no_clocks]
set_input_delay [expr $clk_period * $clk_io_pct] -clock clk0 $non_clock_inputs
set_output_delay [expr $clk_period * $clk_io_pct] -clock clk0 [all_outputs]
==> design/flow/design.v <==
module IC_tester_display(clk,pass,RS,EN,DATA);
    input clk;
    input pass;
    output reg RS;         
    output reg EN;                 
    output reg [7:0] DATA;
parameter INIT = 0, CHECK_IC = 1, WRITE_GOOD = 2, WRITE_BAD = 3, IDLE = 4;
reg [2:0] state = INIT;
parameter FUNCTION_SET = 8'h38;   
parameter DISPLAY_ON = 8'h0C;
parameter CLEAR_DISPLAY = 8'h01;
reg [7:0] good_text [0:6];
reg [7:0] bad_text [0:5];
integer i = 0;
initial begin
    good_text[0] = "o";
    good_text[1] = "n";
    good_text[2] = "e";
    good_text[3] = "G";
    good_text[4] = "o";
    good_text[5] = "o";
    good_text[6] = "d";
    bad_text[0] = "o";
    bad_text[1] = "n";
    bad_text[2] = "e";
    bad_text[3] = "B";
    bad_text[4] = "a";
    bad_text[5] = "d";
end
always @(posedge clk) begin
    case (state)
        INIT: begin
            DATA <= FUNCTION_SET;
            RS <= 0; 
            EN <= 1;
            state <= CHECK_IC;
        end
        CHECK_IC: begin
            if (pass) state <= WRITE_GOOD;
            else state <= WRITE_BAD;
        end
        WRITE_GOOD: begin
            if (i < 7) begin
                DATA <= good_text[i];
                RS <= 1; 
                EN <= 1;
                i <= i + 1;
            end else begin
                i <= 0;
                state <= IDLE;
            end
        end
        WRITE_BAD: begin
            if (i < 6) begin
                DATA <= bad_text[i];
                RS <= 1; 
                EN <= 1;
                i <= i + 1;
            end else begin
                i <= 0;
                state <= IDLE;
            end
        end
        IDLE: begin
            EN <= 0; 
            RS <= 0;
            DATA <= 8'b00000000;
        end
    endcase
end
endmodule
==> summary.txt <==
run metrics: drt drc=0, Yosys Chip Area=2520 um^2, WS Path Type=register to register, mux frac, synth=1.29%, crit-path max FO=16, # diodes=0, DP Area=2630 um^2, Slew HR=65.9%, R2R Setup Slk=4.11 ns, WP data arrival=2.84 ns, Pwr Density=203 nW/um^2, vias in the first global route=1,748, clk buf depth=2, Post-CTS Resized=0, Async SR Flop Fraction=0%, Yosys reg bits=44, CTS tree=done, clk latency late pin=0.30 ns, Hold Vio Cnt, Final=0, CP required=6.96 ns, largest net degree at the start of global routing=37, post-route minimum period=2.69 ns, drt initial violations=101, number of port buffers=10, syn_area_per_cell=10.5 um^2, RePlAce Congestion=0.885, yosys simple share=22.0%, post-layout period usage=39.5%, Synth cell types=41, clock sink count=44, hold_ws=0.658 ns, Root Buffer=clkbuf_8, Layout fillers=408, chip area=5320 um^2, CP Launch Type=register, Critical Path Max Stage Delay=0.67 ns, Clock Pin Slew Worst Setup and Hold Paths=0.09 ns, first-pass GRT wire length=7920 um, placed instance count=306, final instance area=2790 um^2, Leak=0.000988 uW, Post-CTS Hold Buffers=0, highest metal used=met4, Top-area cell share=52.5%, worst hold path class=register to register, Routed WL per cell=14.5 um, Comb area=1050 um^2, synthesized netlist cell count=239, Top logic family=simple AND/OR/NAND/NOR gates, Synth Warn #=1, Row Count=25, Slew Limit Fails=0, yosys cell count=239, fin cells=314, Vias per Instance=5.87, CP max stage cell=or4_4, first drt pass iteration count=5, maximum VDD drop=0.000109 V, Vias=1,844, sequential fraction of the synthesis area=52.5%, Final Skew=0.0121 ns, largest area contributor in the netlist=edfxtp_1, Critical Path End Type=register, core box area=4790 um^2, yosys adder share=2.98%, WL met2=2000 um, Setup TNS=0 ns, outcome=complete, no violations, top cells by area=edfxtp_1 53%, a21oi_1 4.8%, nor2_1 4.3%, initial antenna violation count=0, wire length on met1=2270 um, cts bufs inserted=5, Die Y=72.9 um, gr usage total=20.4%, IO Count=12, FP Util=52.6%, aoi share=11.3%, final-report setup violation count=0, grt total ovfl=0, Detailed Place HPWL=3030 um, measured slew at the worst slew-check pin=0.511 ns, RSZ-0062 raised after global routing=no, fraction of layout cells with a size suffix above 1=7.69%, area growth from synthesis to layout=10.9%, final wirelength=4560 um, maxcap violations=0, CTS H-tree depth=2, Flop area=1320 um^2, Antenna Nets Post-Route=0, FMAX=0.372 GHz, main flop type=edfxtp_1, Cell Area, Synth=2520 um^2, OpenROAD warnings=29, Synth Area in XOR/XNOR=4.18%, Post-synth EDFFs=44, WL met3=272 um, post-CTS setup buffers=0, Die Span X=72.9 um, CP cell instances=ha_1 > nand4_1 > or4_4 > or4_1 > a21oi_1
-- metrics by stage --
stage,worst slack (ns),utilization [%],power (uW)
2_1_floorplan,4.31,-,300
3_3_place_gp,4.22,55.0,300
6_report,4.11,58.3,565
4_1_cts,4.12,58.3,570
3_5_place_dp,4.17,55.0,300
5_1_grt,3.95,58.3,577
-- power breakdown --
| group | internal (uW) | switching, uW |
|---|---|---|
| logic | 0.495 | 0.0864 |
| registers | 293 | 0 |
| clock network | 184 | 87.6 |
| total | 477 | 87.7 |
-- sequential cells by signal, summed over array words and instances (netlist names) --
register and flops:
RS 1, i 32, EN 1, DATA 7
state 3
-- critical path: cells and delay by family (launching register included) --
kind	cells	cell delay (ns)
AND-OR/OR-AND	1	0.15
flip-flops	1	0.59
adder cells (fa/ha/maj)	1	0.37
AND/OR/NAND/NOR	3	1.44
-- synth_stat cells, types with 4 or more instances --
library cell	number
a21oi_1	24
and4_1	4
clkbuf_1	7
edfxtp_1	44
ha_1	6
inv_1	13
nand2_1	11
nand3_1	9
nand4_1	8
nor2_1	29
nor3_1	5
nor4_1	8
o21ai_0	8
o31ai_1	9
or3_1	6
or4_1	9
xnor2_1	8
xor2_1	4
-- cell type report --
type                       count  area share (%)
sequential                    44            47.4
multi-input combinational    169            37.8
timing repair buffer          13            4.39
clock inverter                 3            3.23
tap                           67            3.00
clock buffer                   5            2.47
inverter                      13            1.75
-- layout by cell type, fill, tap and decap left out, types with 2 or more instances in the layout --
cell              n
inv_1            13
o21ai_0           8
clkdlybuf4s50_1  10
o31ai_1           9
xor2_1            4
ha_1              6
bufinv_16         3
xnor2_1           8
a221oi_1          2
clkbuf_8          5
edfxtp_1         44
nand2_1          11
nor2_1           29
and3_1            3
buf_4             3
nand4_1           8
nor4_1            8
or4_1             9
nor3_1            5
nand3_1           9
or3_1             6
or2_2             2
a21oi_1          24
and4_1            4
-- worst paths after layout --
check | start | endpoint | depth (start not counted)
max | i[1] | i[30] | 5
min | i[30] | i[31] | 1
max reg2reg | i[1] | i[30] | 5
min reg2reg | i[30] | i[31] | 1
-- cell families (layout without fill, tap and decap cells) --
group                      Yosys count  after routing
and+or+nand+nor                    101            101
AOI/OAI and AO/OA                   47             47
DFF                                 44             44
buffers and inverters               26             34
xor gates and xnor gates            12             12
adders and majority gates            6              6
muxes                                2              2
other                                1              1
-- per-layer routing --
layer | global-route usage [%] | vias up
met5 | 0 | -
met4 | 2.18 | 0
met3 | 5.46 | 4
met2 | 29.9 | 67
met1 | 34.6 | 858
li1 | - | 915
No activity file was given, so power comes from the tool's default toggle rates.
