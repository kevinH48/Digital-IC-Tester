==> /design/flow/design.v <==
module IC_input(sequence,gpio_reg,number,clk);
	output reg [13:0]gpio_reg;
	output reg [1:0]sequence;
	input [3:0]number;
	input clk;
	initial gpio_reg[13:0] = 14'b0;
	initial sequence[1:0] = 2'b11;
	always @(posedge clk)
	begin
		if (number < 4'b0101)
		begin
			gpio_reg[1:0] <= gpio_reg[1:0] + 2'b01;
			gpio_reg[4:3] <= gpio_reg[4:3] + 2'b01;
			gpio_reg[9:8] <= gpio_reg[9:8] + 2'b01;
			gpio_reg[12:11] <= gpio_reg[12:11] + 2'b01;
			gpio_reg[2] <= 1'bz;
			gpio_reg[5] <= 1'bz;
			gpio_reg[7] <= 1'bz;
			gpio_reg[10] <= 1'bz;
			sequence <= sequence + 2'b01;
		end
		else if (number == 4'b0101)
		begin
			gpio_reg[2:1] <= gpio_reg[2:1] + 2'b01;
			gpio_reg[5:4] <= gpio_reg[5:4] + 2'b01;
			gpio_reg[8:7] <= gpio_reg[8:7] + 2'b01;
			gpio_reg[11:10] <= gpio_reg[11:10] + 2'b01;
			gpio_reg[0] <= 1'bz;
			gpio_reg[3] <= 1'bz;
			gpio_reg[9] <= 1'bz;
			gpio_reg[12] <= 1'bz;
			sequence <= sequence + 2'b01;
		end
		else if (number == 4'b0110)
		begin
			gpio_reg[0] <= gpio_reg[0] + 1'b1;
			gpio_reg[2] <= gpio_reg[2] + 1'b1;
			gpio_reg[4] <= gpio_reg[4] + 1'b1;
			gpio_reg[8] <= gpio_reg[8] + 1'b1;
			gpio_reg[10] <= gpio_reg[10] + 1'b1;
			gpio_reg[12] <= gpio_reg[12] + 1'b1;
			gpio_reg[1] <= 1'bz;
			gpio_reg[3] <= 1'bz;
			gpio_reg[5] <= 1'bz;
			gpio_reg[7] <= 1'bz;
			gpio_reg[9] <= 1'bz;
			gpio_reg[11] <= 1'bz;
			sequence[0] <= sequence[0] + 1'b1;
		end
		else
			gpio_reg[13:0] = 14'b0;
	end
endmodule
==> /design/flow/run.sh <==
#!/bin/bash
# OpenROAD 26Q1-2900-gdf79404cd8, Yosys 0.63+post, stock flow scripts
make -C /OpenROAD-flow-scripts/flow DESIGN_CONFIG=/design/flow/config.mk WORK_HOME=/design/flow/orfs finish
==> /design/flow/config.mk <==
export PLATFORM = sky130hd
export DESIGN_NAME = IC_input
export DESIGN_NICKNAME = IC_input
export VERILOG_FILES = /design/flow/design.v
export SDC_FILE = /design/flow/constraint.sdc
export NUM_CORES = 4
export LEC_CHECK = 1
export CORE_AREA = 10 10 73 73
export DIE_AREA = 0 0 83 83
==> /design/flow/constraint.sdc <==
current_design IC_input

set clk_period 2.8
set clk_io_pct 0.2

create_clock -name clk0 -period $clk_period [get_ports {clk}]

set non_clock_inputs [all_inputs -no_clocks]
set_input_delay [expr $clk_period * $clk_io_pct] -clock clk0 $non_clock_inputs
set_output_delay [expr $clk_period * $clk_io_pct] -clock clk0 [all_outputs]
==> GITHUB_STEP_SUMMARY <==
### Yosys + OpenROAD results

| Metric | Value |
|---|---|
| Cell area after synthesis | `636 µm²` |
| DRC violations left | `0` |
| Total die size | `6890 µm²` |
| Yosys stat cell total | `65` |
| Setup bufs post-CTS | `0` |
| Layout area overhead | `37.2%` |
| Synthesized area per cell | `9.78 µm²` |
| Max reg flops | `12` |
| Largest net degree at the start of global routing | `13` |
| Dpl cell area | `827 µm²` |
| Crit path largest cell delay | `0.50 ns` |
| Max Fclk | `584 MHz` |
| Post-Route Skew | `0.00310 ns` |
| Max cap viols | `0` |
| Antenna Cells | `0` |
| Unrepaired setup endpoints after global routing | `no` |
| Number of port buffers | `18` |
| Power Dens Cells | `542 nW/µm²` |
| Wire per inst | `11.3 µm` |
| Hpwl dp | `1.13 mm` |
| HP Class | `reg2reg` |
| Post-synthesis cell count | `65` |
| Family with the most delay on the worst path | `buffers and inverters` |
| Detailed Routing Iterations Pass 1 | `4` |
| Worst setup SP type | `register` |
| Post-cts resize count | `0` |
| Count of library flops with an enable pin | `2` |
| Overflow after GRT | `0` |
| Cts bufs inserted | `3` |
| Via count | `488` |
| ANT nets after route | `0` |
| Avg Vias per Cell | `3.75` |
| Design area | `872 µm²` |
| Unique cell types | `29` |
| Status | `completed` |
| Slowest-stage cell, CP | `clkdlybuf4s50_1` |
| YS chip area | `636 µm²` |
| Min cycle time layout | `1.71 ns` |
| Core area | `3740 µm²` |
| Clk pin slew, worst setup/hold paths | `0.06 ns` |
| DIE WIDTH | `83 µm` |
| Peak VDD IR | `0.263 mV` |
| Placer Congestion | `0.752` |
| Gr usage total | `3.89%` |
| Required time of the critical path | `2.24 ns` |
| Dominant flop cell | `dfxtp_1` |
| Pleak | `0.301 nW` |
| Final worst path period share | `61.1%` |
| Buffer and inverter count on the worst path | `1` |
| Yosys Warn Count | `15` |
| TNS Setup | `0 ns` |
| Ys flops | `14` |
| Clk root buf | `clkbuf_8` |
| Clock Path Buffers | `2` |
| DR iter-0 viols | `14` |
| Post-CTS Hold Buffers | `0` |
| Initial antenna violation count | `0` |
| Overall power | `0.473 mW` |
| Hold Fails Final Rpt | `0` |
| Slew Viols, Final | `0` |
| Final WL | `1.46 mm` |
| FP Rows | `22` |
| Core Util at FP | `17.0%` |
| Die Y-Extent | `83 µm` |
| Layout cells sized above 1 | `7.32%` |
| Async S/R FF share, synth | `0%` |
| Worst EP arrival | `1.15 ns` |
| Crit path cell chain | `clkdlybuf4s50_1` |
| OpenROAD warnings | `25` |
| Vias in the first global route | `464` |
| CTS tree | `done` |
| Worst-path fanout max | `5` |
| Synth Seq Share | `47.2%` |
| Hold slack | `0.454 ns` |
| Insertion Delay late pin | `0.24 ns` |
| Endpoint class of the critical path | `output port` |
| H-tree level count | `1` |
| # IOs | `21` |
| CP Class | `reg2out` |
| First-pass GRT wire length | `2.36 mm` |
| CTS Sinks | `14` |
| Final setup vio count | `0` |
cells in the mapped netlist, types with 2 or more instances:
cell	n	area share, %
buf_4	4	4.7
nor2_1	5	3.0
edfxtp_1	2	9.4
nand2b_1	4	3.9
nor3_1	3	2.4
dfxtp_1	12	38
a21oi_1	8	6.3
buf_6	2	3.5
xnor2_1	4	5.5
xor2_1	2	2.8
worst reg2reg max path: cells and delay by family, from the launching register on:
kind / cells / cell delay (ns)
simple gates: 2 / 0.51
flops: 1 / 0.32
compound gates: 1 / 0.12
worst paths after layout:
check	endpoint	startpoint	slack (ns)	cells past startpoint
worst max register to register	gpio_reg[11]$_DFF_P_	gpio_reg[10]$_DFF_P_	1.79	3
worst min-delay path	gpio_reg[10]$_DFF_P_	gpio_reg[10]$_DFF_P_	0.45	1
worst max-delay path	gpio_reg[4]	gpio_reg[4]$_DFF_P_	1.09	1
worst min register to register	gpio_reg[10]$_DFF_P_	gpio_reg[10]$_DFF_P_	0.45	1
power breakdown:
part           internal, mW  switching [mW]  total [mW]
Combinational        0.0479          0.0273      0.0752
Clock                0.0968          0.0681       0.165
Sequential            0.219          0.0132       0.233
through the flow:
stage          setup WS, ns  instances  util [%]
5_1_grt               0.968        130      23.3
2_1_floorplan          1.56         66         -
3_5_place_dp          0.860        126      22.1
3_3_place_gp          0.893        126      22.1
6_report               1.09        130      23.3
4_1_cts                1.07        130      23.3
layer usage:
metal  share of wire, %  vias up  track usage (%)
li1                   -      252                -
met1                 49      218             5.57
met2                 46       16             5.94
met3                2.9        2            0.394
met4                1.8        0             1.23
met5                  0        -                0
placed cells by master (no fill, tap or decap), types with 2 or more instances in the layout:
| cell | n |
|---|---|
| nand2b_1 | 4 |
| nor3_1 | 3 |
| conb_1 | 2 |
| a21oi_1 | 8 |
| clkbuf_8 | 3 |
| edfxtp_1 | 2 |
| nor2_1 | 5 |
| xnor2_1 | 4 |
| clkdlybuf4s50_1 | 18 |
| xor2_1 | 2 |
| dfxtp_1 | 12 |
cell type report:
type | instances | area (µm²)
Multi-Input combinational cell | 45 | 283
Fill cell | 425 | 2870
Clock buffer | 3 | 41.3
Timing Repair Buffer | 18 | 180
Sequential cell | 14 | 300
Inverter | 1 | 3.75
Clock inverter | 1 | 3.75
Tap cell | 48 | 60.1
kinds of logic after synthesis:
family / share of synthesized area [%]
AND/OR/NAND/NOR: 18.7
AND-OR/OR-AND: 14.8
flip-flops: 47.2
XOR/XNOR: 8.27
adder cells (fa/ha/maj): 1.57
other: 0.590
buffers and inverters: 8.86
Power and IR drop assume default switching activity.
